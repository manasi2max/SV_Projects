### flow/run.sh
#!/bin/bash
# OpenROAD 26Q1-2900-gdf79404cd8, Yosys 0.63+post, stock flow scripts
make -C /OpenROAD-flow-scripts/flow DESIGN_CONFIG=/design/flow/config.mk WORK_HOME=/design/flow/orfs finish
### flow/config.mk
export PLATFORM = sky130hd
export DESIGN_NAME = axilite_s
export DESIGN_NICKNAME = axilite_s
export VERILOG_FILES = /design/flow/design.v
export SDC_FILE = /design/flow/constraint.sdc
export NUM_CORES = 4
export LEC_CHECK = 1
export CORE_UTILIZATION = 40
### flow/constraint.sdc
current_design axilite_s

set clk_period 71.2
set clk_io_pct 0.2

create_clock -name clk0 -period $clk_period [get_ports {s_axi_aclk}]

set non_clock_inputs [all_inputs -no_clocks]
set_input_delay [expr $clk_period * $clk_io_pct] -clock clk0 $non_clock_inputs
set_output_delay [expr $clk_period * $clk_io_pct] -clock clk0 [all_outputs]
### flow/design.v
module axilite_s(
    input  wire         s_axi_aclk,
    input  wire         s_axi_aresetn,
    input  wire         s_axi_awvalid,
    output reg          s_axi_awready,
    input  wire [31: 0] s_axi_awaddr,
    input  wire         s_axi_wvalid,
    output reg         s_axi_wready,
    input  wire [31: 0] s_axi_wdata,
    output reg         s_axi_bvalid,
    input  wire         s_axi_bready,
    output reg  [1: 0] s_axi_bresp,
    input wire         s_axi_arvalid,
    output reg         s_axi_arready,
    input wire [31: 0] s_axi_araddr,
    output reg         s_axi_rvalid,
    input wire         s_axi_rready,
    output reg [31: 0] s_axi_rdata,
    output reg  [1: 0] s_axi_rresp
    );
localparam idle            = 0, 
           send_waddr_ack  = 1,
           send_raddr_ack  = 2,
           send_wdata_ack  = 3,
           update_mem      = 4,
           send_wr_err     = 5,
           send_wr_resp    = 6,
           gen_data        = 7,
           send_rd_err     = 8,
           send_rdata      = 9;
reg [3:0] state      = idle;
reg [3:0] next_state = idle;
reg [1:0] count    = 0;
reg [31:0] waddr, raddr, wdata, rdata;
reg [31:0] mem [128];
always@(posedge s_axi_aclk)
begin
if (s_axi_aresetn == 1'b0)
begin
            state <= idle;
            for(int i = 0; i < 128; i++)
            begin
            mem[i] <= 0;
            end
            s_axi_awready <= 0;
            s_axi_wready  <= 0;
            s_axi_bvalid  <= 0;
            s_axi_bresp   <= 0;
            s_axi_arready <= 0;
            s_axi_rvalid  <= 0;
            s_axi_rdata   <= 0;
            s_axi_rresp   <= 0;
            waddr         <= 0;
            raddr         <= 0;
            wdata         <= 0;
            rdata         <= 0;      
 end
 else 
 begin
        case(state)
        idle: 
        begin
            s_axi_awready <= 0;
            s_axi_wready  <= 0;
            s_axi_bvalid  <= 0;
            s_axi_bresp   <= 0;
            s_axi_arready <= 0;
            s_axi_rvalid  <= 0;
            s_axi_rdata   <= 0;
            s_axi_rresp   <= 0;
            waddr         <= 0;
            raddr         <= 0;
            wdata         <= 0;
            rdata         <= 0;
            count         <= 0;
            s_axi_rvalid  <= 1'b0;
            if (s_axi_awvalid == 1'b1)
                    begin
                    state         <= send_waddr_ack;
                    waddr         <= s_axi_awaddr;
                    s_axi_awready <= 1'b1;
                    end
            else if (s_axi_arvalid == 1'b1)
                    begin
                    state         <= send_raddr_ack;
                    raddr         <= s_axi_araddr;
                    s_axi_arready <= 1'b1;
                    end
            else
                    begin
                    state         <= idle;
                    end
        end
       send_waddr_ack : 
       begin
        s_axi_awready <= 1'b0;
        if(s_axi_wvalid)
                  begin
                  wdata        <= s_axi_wdata;
                  s_axi_wready <= 1'b1;
                  state        <= send_wdata_ack;
                  end
        else
                  begin
                  state        <= send_waddr_ack;
                  end
       end
       send_wdata_ack: 
       begin
          s_axi_wready <= 1'b0;
          if(waddr < 128)
                   begin
                   state      <= update_mem;
                   mem[waddr] <= wdata;
                   end 
          else
                 begin
                 state        <= send_wr_err;
                 s_axi_bresp <= 2'b11;  
                 s_axi_bvalid <= 1'b1; 
                 end
       end
       update_mem: 
       begin
       mem[waddr] <= wdata;
       state      <= send_wr_resp;
       end
       send_wr_resp: 
       begin
       s_axi_bresp  <= 2'b00;
       s_axi_bvalid <= 1'b1;
       if(s_axi_bready)
                 begin
                 state        <= idle;
                 end
       else 
                 begin
                 state        <= send_wr_resp;
                 end
       end
       send_wr_err: begin
       if(s_axi_bready)
                 begin
                 state   <= idle;
                 end
       else 
                 begin
                 state <= send_wr_err;
                 end
       end
        send_raddr_ack : 
        begin
        s_axi_arready = 1'b0;
        if(raddr < 128)
                state <= gen_data;
        else
                begin
                s_axi_rvalid <= 1'b1;
                state <= send_rd_err;
                s_axi_rdata  <= 0;
                s_axi_rresp  <= 2'b11;
                end
       end
        gen_data: begin
        if(count < 2)
                begin
                rdata <= mem[raddr];
                state <= gen_data;
                count <= count + 1;
                end       
        else
                begin
                s_axi_rvalid <= 1'b1;
                s_axi_rdata  <= rdata;
                s_axi_rresp  <= 2'b00;
                if(s_axi_rready)
                   state <= idle;
                else
                   state <=  gen_data;
                end
        end
        send_rd_err:
        begin
        if(s_axi_rready)
                begin
                state <= idle;
                end
        else
                begin
                state <= send_rd_err;
                end
        end
       default: state <= idle;
    endcase
end
end
endmodule
interface axi_if;
  logic clk,resetn;
  logic awvalid, awready;
  logic arvalid, arready;
  logic wvalid, wready;
  logic bready, bvalid;
  logic rvalid, rready;
  logic [31:0] awaddr, araddr, wdata, rdata;
  logic [1:0] wresp,rresp;
endinterface
==> flow_metrics.env <==
# source this file to load flow results
export IMPL_gpl_final_weighted_congestion=0.986
export IMPL_initial_antenna_violation_count=30
export IMPL_synth_cells_yosys=13000
export IMPL_via_count_of_the_first_global_routing_pass=112000
export IMPL_critPathCaptureType="flip-flop"
export IMPL_r2r_end="rdata[6]"
export IMPL_timing_hold_worst_start="s_axi_rvalid"
export IMPL_fillerInstances=39900
export IMPL_grt_remaining_overflow=0
export IMPL_cpMostUsedCell="buf_4"
export IMPL_asyncSetResetFlopFracSynth_pct=0
export IMPL_place_detailed_hpwl_um=342000
export IMPL_sort_of_element_at_the_start_of_the_critical_path="input port"
export IMPL_cts_tree="yes"
export IMPL_grt_use_total_pct=26.2
export IMPL_top_cell_area_share_pct=65.2
export IMPL_top_post_synthesis_cells_by_area="edfxtp_1, mux4_2, and2_1"
export IMPL_die_height_um=689
export IMPL_depth_of_the_worst_hold_timing_path=2
export IMPL_fin_max_slew_vios=0
export IMPL_initial_core_util_pct=40.3
export IMPL_vias_per_cell=5.52
export IMPL_cts_inserted_buffers=450
export IMPL_critPathMaxFanout=53
export IMPL_yosys_cell_types_count=55
export IMPL_finalSetupTns_ns=0
export IMPL_yosysSeqAreaShare_pct=67.1
export IMPL_portBuffers=143
export IMPL_p_int_mw=4.35
export IMPL_cts_num_sinks=4276
export IMPL_post_synth_top_area_cell="edfxtp_1"
export IMPL_core_area_sq_um=469000
export IMPL_dr_first_iter_drc_count=7522
export IMPL_min_delay_worst_endpoint="s_axi_rvalid"
export IMPL_cellLeakagePower_nw=69.1
export IMPL_die_area_sq_um=475000
export IMPL_final_cycle_utilization_of_the_critical_path_pct=24.7
export IMPL_htree_num_levels=5
export IMPL_clockPowerShare_pct=37.8
export IMPL_post_cts_setup_buffer_count=0
export IMPL_power_density_nw_per_um2=28.1
export IMPL_path_depth=9
export IMPL_synth_dominant_cell_count="edfxtp_1"
export IMPL_clkLatencyLatePin_ns=1.01
export IMPL_cp_cell_sequence="buf_8 -> nand2_1 -> or3b_4 -> buf_4 -> buf_4 -> buf_4 -> buf_4 -> o21ai_4 -> buf_4"
export IMPL_netSwitchingPower_mw=1.62
export IMPL_grt_start_max_net_pins=112
export IMPL_synthCells=13000
export IMPL_multi_input_comb_area_sq_um=58600
export IMPL_rows=251
export IMPL_post_route_drc_count=0
export IMPL_worst_path_dominant_cell_family="buffers and inverters"
export IMPL_synth_seq_cells=4276
export IMPL_buf_inv_on_cp=6
export IMPL_cts_resized=0
export IMPL_layout_drive_gt1_share_pct=17.2
export IMPL_fin_worst_skew_ns=0.0758
export IMPL_cts_root_buffer_cell="clkbuf_16"
export IMPL_drt_pass1_iter_count=6
export IMPL_final_util_pct=45.4
export IMPL_slew_headroom_pct=22.6
export IMPL_drt_antenna_violating_nets=0
export IMPL_num_io_pins=144
export IMPL_synthesis_area_sq_um=189000
export IMPL_final_seq_area_sq_um=127000
export IMPL_crit_slowest_cell="buf_4"
export IMPL_num_vias=108000
export IMPL_drt_wirelength_per_cell_um=29.2
export IMPL_area_growth_pct=12.8
export IMPL_p_sw_share_pct=27.1
export IMPL_timing_final_setup_violations=0
export IMPL_chipWidth_um=689
export IMPL_synthFlopType="edfxtp_1"
export IMPL_timing_critical_path_required_ns=71.87
export IMPL_fin_hold_ws_ns=0.462
export IMPL_unrepaired_setup_endpoints_after_global_routing="no"
export IMPL_deepest_clock_path_buffer_count=4
export IMPL_postSynthAreaPerCell_sq_um=14.5
export IMPL_crit_path_max_incr_delay_ns=0.67
export IMPL_cts_clk_slew_worst_paths_ns=0.06
export IMPL_pwr_share_comb_pct=13.3
export IMPL_max_cap_violation_count=0
export IMPL_vdd_ir_drop_worst_mv=0.0237
export IMPL_totalWireLength_um=570000
export IMPL_pwr_share_seq_pct=48.8
export IMPL_cts_hold_repair_buffers=0
export IMPL_grt_first_pass_wirelength_um=815000
export IMPL_result_of_the_run="finished clean"
export IMPL_rrSetupSlack_ns=64.46
export IMPL_placed_area_sq_um=199000
export IMPL_max_freq_mhz=56.8
export IMPL_tool_warnings=32
export IMPL_worst_slew_pin_transition_ns=1.13
export IMPL_setup_worst_path_class="in2reg"
export IMPL_hold_class="reg2reg"
export IMPL_post_synth_most_frequent_cells="edfxtp_1, and2_1, nor2_1"
export IMPL_edf_count=4098
export IMPL_finish_instance_area_sq_um=213000
export IMPL_r2r_worst_path_cells=13
export IMPL_synth_area_yosys_sq_um=189000
export IMPL_cp_arrival_ns=18.26
export IMPL_yosysWarnings=1
export IMPL_final_period_minus_worst_setup_slack_ns=17.59
export IMPL_hold_violations=0
[per-layer routing]
metal  track usage (%)  vias up  part of all wire, %  routed length [um]
met5              2.89        -                 0.26                1480
met4              9.14       40                  4.6               26000
met3              18.0     1044                   16               93400
met2              37.8     5401                   46              260000
met1              32.1    53600                   33              189000
li1                  -    47700                    -                   -
[state kept, by name, indices dropped and copies added, names as in the netlist, named ones only]
signal	count
mem	4096
raddr	32
rdata	32
s_axi_rdata	32
waddr	32
wdata	32
state	4
count	2
s_axi_arready	1
s_axi_awready	1
s_axi_bresp	1
s_axi_bvalid	1
s_axi_rresp	1
s_axi_rvalid	1
s_axi_wready	1
[layout by cell type (no fill, tap or decap), types with 27 or more instances in the layout]
cell | Yosys | final
clkinv_2 | 0 | 72
clkbuf_1 | 951 | 119
diode_2 | 0 | 30
mux2i_1 | 553 | 553
o21ai_0 | 159 | 37
nand2b_1 | 33 | 27
clkdlybuf4s50_1 | 0 | 142
dfxtp_1 | 178 | 139
a21oi_1 | 102 | 101
mux2_2 | 34 | 34
mux4_2 | 828 | 828
nand3_1 | 144 | 143
nor2_2 | 0 | 58
o2111ai_1 | 30 | 29
a22oi_1 | 439 | 439
clkbuf_16 | 0 | 456
o22ai_1 | 30 | 30
nor2_1 | 2009 | 1939
and2_1 | 2183 | 2178
dfxtp_4 | 0 | 37
edfxtp_1 | 4098 | 4098
a22o_1 | 80 | 80
nand2_1 | 618 | 615
nor2b_1 | 53 | 46
o21ai_4 | 0 | 122
buf_4 | 17 | 521
a21boi_0 | 50 | 50
clkinv_1 | 0 | 109
[power groups by stage]
stage	clock network, mW	logic [mW]	registers [mW]
final	2.26	0.797	2.92
after global routing	2.37	0.834	2.93
after CTS	2.29	0.794	2.92
[logic make-up (layout without fill, tap and decap cells)]
kind of cell	after synthesis	after routing	synth area share, %
other	0	30	0
AND/OR/NAND/NOR	5118	5118	13.4
buffers and inverters	1246	1515	2.80
flip-flops	4276	4276	67.1
AND-OR/OR-AND	981	981	3.66
multiplexers	1415	1415	13.0
XOR/XNOR	1	1	0.00464
[cell type report]
cell class | instances | area share (%)
multi-input combinational | 7515 | 27.5
clock buffer | 594 | 5.67
timing repair buffer | 678 | 2.64
inverter | 2 | 0.00353
antenna | 30 | 0.0353
sequential | 4276 | 59.5
clock inverter | 241 | 0.918
tap | 6198 | 3.64
[per-stage QoR]
step / setup slack, ns / instances / total power [mW]
finish: 53.61 / 19500 / 5.97
global route: 53.53 / 19500 / 6.14
CTS: 53.76 / 19500 / 6.00
detailed placement: 52.70 / 18700 / 3.76
global placement: 52.72 / 18700 / 3.76
floorplan: 53.05 / 13000 / 3.36
[worst min-delay path, stage by stage (launching register included)]
cell and delay (ns):
dfxtp_1 0.32, inv_1 0.05, a21oi_1 0.05
[worst max-delay path by stage]
| stage | from | to | slack [ns] |
|---|---|---|---|
| after CTS | s_axi_aresetn | mem[87][17] | 53.76 |
| after global routing | s_axi_aresetn | mem[87][17] | 53.53 |
| final | s_axi_aresetn | mem[87][17] | 53.61 |
No activity file was given, so power comes from the tool's default toggle rates.
