==> design.v <==
interface spi_if;
  logic clk;
  logic rst;
  logic newd;
  logic [11:0] din;
  logic sclk;
  logic cs;
  logic mosi;
  logic [11:0] dout;
  logic done;
endinterface
module spi_master(
input clk, newd,rst,
input [11:0] din, 
output reg sclk,cs,mosi
    );
  typedef enum bit [1:0] {idle = 2'b00, enable = 2'b01, send = 2'b10, comp = 2'b11 } state_type;
  state_type state = idle;
  int countc = 0;
  int count = 0;
 always@(posedge clk)
  begin
    if(rst == 1'b1) begin
      countc <= 0;
      sclk <= 1'b0;
    end
    else begin 
      if(countc < 10 )
          countc <= countc + 1;
      else
          begin
          countc <= 0;
          sclk <= ~sclk;
          end
    end
  end
    reg [11:0] temp;
  always@(posedge sclk)
  begin
    if(rst == 1'b1) begin
      cs <= 1'b1; 
      mosi <= 1'b0;
    end
    else begin
     case(state)
         idle:
             begin
               if(newd == 1'b1) begin
                 state <= send;
                 temp <= din; 
                 cs <= 1'b0;
               end
               else begin
                 state <= idle;
                 temp <= 8'h00;
               end
             end
       send : begin
         if(count <= 11) begin
           mosi <= temp[count];  
           count <= count + 1;
         end
         else
             begin
               count <= 0;
               state <= idle;
               cs <= 1'b1;
               mosi <= 1'b0;
             end
       end
      default : state <= idle; 
   endcase
  end 
 end
endmodule
module spi_slave (
input sclk, cs, mosi,
output [11:0] dout,
output reg done
);
typedef enum bit {detect_start = 1'b0, read_data = 1'b1} state_type;
state_type state = detect_start;
reg [11:0] temp = 12'h000;
int count = 0;
always@(posedge sclk)
begin
case(state)
detect_start: 
begin
done   <= 1'b0;
if(cs == 1'b0)
 state <= read_data;
 else
 state <= detect_start;
end
read_data : begin
if(count <= 11)
 begin
 count <= count + 1;
 temp  <= { mosi, temp[11:1]};
 end
 else
 begin
 count <= 0;
 done <= 1'b1;
 state <= detect_start;
 end
end
endcase
end
assign dout = temp;
endmodule
module top (
input clk, rst, newd,
input [11:0] din,
output [11:0] dout,
output done
);
wire sclk, cs, mosi;
spi_master m1 (clk, newd, rst, din, sclk, cs, mosi);
spi_slave s1  (sclk, cs, mosi, dout, done);
endmodule
==> run.sh <==
#!/bin/bash
# OpenROAD 26Q1-2900-gdf79404cd8, Yosys 0.63+post, stock flow scripts
make -C /OpenROAD-flow-scripts/flow DESIGN_CONFIG=/design/flow/config.mk WORK_HOME=/design/flow/orfs finish
==> config.mk <==
export PLATFORM = sky130hd
export DESIGN_NAME = top
export DESIGN_NICKNAME = top
export VERILOG_FILES = /design/flow/design.v
export SDC_FILE = /design/flow/constraint.sdc
export NUM_CORES = 4
export LEC_CHECK = 1
export CORE_UTILIZATION = 50
==> constraint.sdc <==
current_design top

set clk_period 6.5
set clk_io_pct 0.2

create_clock -name clk0 -period $clk_period [get_ports {clk}]

set non_clock_inputs [all_inputs -no_clocks]
set_input_delay [expr $clk_period * $clk_io_pct] -clock clk0 $non_clock_inputs
set_output_delay [expr $clk_period * $clk_io_pct] -clock clk0 [all_outputs]
==> results.json <==
{
  "cts_tree": "yes",
  "core-area_um2": 12100,
  "unclocked_regs": 93,
  "r2r_end": "m1.countc[19]$_SDFF_PP0_",
  "irDropWorstVdd_uv": 154,
  "timing.critical_path.cells": "clkdlybuf4s50_1 > nand2b_1 > buf_4 > nor2_1",
  "tritoncts.num_buffers": 5,
  "timing.setup.tns_ns": 0,
  "num_rows": 40,
  "synthesis.area_um2": 6260,
  "regToRegStartpoint": "m1.countc[3]$_SDFF_PP0_",
  "first_global_vias": 3906,
  "yosys_cells": 583,
  "r2r_cells": 5,
  "critical_path.top_delay_family": "buffers and inverters",
  "drt_drc_violations_left": 0,
  "post_cts.resized_instances": 0,
  "worst_pin_slew_ns": 0.815,
  "netlist_instances": 583,
  "post_drt_via_cell_ratio": 5.44,
  "min-delay-path-class": "reg -> reg",
  "simple_gate_area_share_pct": 26.9,
  "crit_path_top_delay_cell": "sky130_fd_sc_hd__clkdlybuf4s50_1",
  "count_of_state_elements_after_synthesis": 126,
  "globalplace.congestion": 0.848,
  "die_width_um": 114,
  "yosys_top_cell_area_share_pct": 43.1,
  "diode_insertion_count_for_antenna_repair": 0,
  "detail-route-antenna-nets": 0,
  "global_route.usage.total_pct": 18.8,
  "initial_core_util_pct": 51.7,
  "global_route.overflow_total": 0,
  "filler_cell_count": 1009,
  "hold_start": "m1.countc[0]$_SDFF_PP0_",
  "dr.first_iter.drc_count": 251,
  "worstPathMaxFanout": 32,
  "cp_data_required_time_ns": 6.65,
  "synth_warnings": 2,
  "port_buffers": 27,
  "ys_sh_aoi_pct": 2.84,
  "crit_path_end_kind": "flip-flop",
  "power_leakage_nw": 2.23,
  "antenna_found_initial": 0,
  "grt_start_max_net_pins": 94,
  "pin_count": 28,
  "clockBufferDepth": 2,
  "yosys-top-cells-area": "sky130_fd_sc_hd__edfxtp_1, sky130_fd_sc_hd__dfxtp_1, sky130_fd_sc_hd__xor2_1, sky130_fd_sc_hd__nor2_1, sky130_fd_sc_hd__xnor2_1",
  "area.growth.synth_to_final_pct": 9.39,
  "post-cts-setup-buffer-count": 0,
  "finalWorstPathRequiredPeriod_ns": 2.29,
  "clk_transition_reported_paths_ns": 0.05,
  "clk-insertion-delay-late_ns": 0.27,
  "arrival_ns": 2.44,
  "pwr_density_cell_nw_per_um2": 67.6,
  "mux_share_pct": 1.24,
  "hold-worst-slack_ns": 0.447,
  "r2r_setup_slack_ns": 4.58,
  "dp.cells": 765,
  "tcrit_tclk_final_pct": 35.2,
  "final-max-slew-violation-count": 0,
  "post_synth_edffs": 90,
  "max_freq_ghz": 0.437,
  "netlist-cell-type-count": 47,
  "holdPathEnd": "m1.countc[0]$_SDFF_PP0_",
  "fp.dieH_um": 114,
  "drt-wirelength-per-cell_um": 14.2,
  "synth.cellmix.xorXnorShare_pct": 11.2,
  "critical-path-max-stage-delay_ns": 0.58,
  "logic_family": "simple AND/OR/NAND/NOR gates",
  "cts-htree-levels": 2,
  "syn_area_per_cell_um2": 10.7,
  "rsz0062_at_grt": "false",
  "drt_wl_total_um": 10900,
  "detailed_place_hpwl_um": 7500,
  "cts_root_buffer": "sky130_fd_sc_hd__clkbuf_16",
  "cp-start-kind": "input port",
  "warnings": 25,
  "grt_first_pass_wirelength_um": 18800,
  "critical_path_class": "in -> reg",
  "timing.max_cap.violations": 0,
  "setup_viol": 0,
  "die-area_um2": 13000,
  "post-synth-top-area-cell": "sky130_fd_sc_hd__edfxtp_1",
  "timing.final.hold_violations": 0,
  "final_cells": 772,
  "ctsHoldBuffers": 0,
  "synth-async-reset-ratio_pct": 0,
  "worst_slew_margin_relative_to_its_limit_pct": 45.6,
  "drt_pre_antenna_iters": 4,
  "timing.hold.worst_path_depth": 1,
  "synthAdderAreaFrac_pct": 0.599,
  "final_skew_ns": 0.00493,
  "yosysSeqAreaShare_pct": 54.6,
  "yosys_area_um2": 6260,
  "worstPathBufferInverterCount": 2,
  "status": "finished, final reports clean",
  "drive_gt1_share_pct": 6.46,
  "unconstrained_endpoints": 196,
  "routed-via-count": 4201,
  "dominant_register_cell_in_the_synthesized_netlist": "sky130_fd_sc_hd__edfxtp_1"
}
## power breakdown
part	internal, mW	switching [mW]	total, mW	leakage [nW]
logic	0.0126	0.0116	0.0242	1.02
clock network	0.150	0.0770	0.227	0.0700
registers	0.210	0.00225	0.212	1.14
## final cells by class
type / count / area, um^2 / area share [%]
Inverter: 16 / 60.1 / 0.876
Sequential cell: 126 / 3420 / 50.0
Tap cell: 168 / 210 / 3.07
Timing Repair Buffer: 35 / 330 / 4.82
Multi-Input combinational cell: 420 / 2690 / 39.2
Clock buffer: 7 / 143 / 2.08
## cell usage in the layout, fill, tap and decap left out, types with 12 or more instances in the layout
cell                              Yosys  routed
sky130_fd_sc_hd__nor2_1             104     102
sky130_fd_sc_hd__edfxtp_1            90      90
sky130_fd_sc_hd__xor2_1              46      46
sky130_fd_sc_hd__nand3_1             36      36
sky130_fd_sc_hd__dfxtp_1             36      35
sky130_fd_sc_hd__xnor2_1             34      34
sky130_fd_sc_hd__nand2_1             29      29
sky130_fd_sc_hd__nand4_1             28      28
sky130_fd_sc_hd__clkdlybuf4s50_1      0      27
sky130_fd_sc_hd__nor4_1              26      26
sky130_fd_sc_hd__inv_1               16      16
sky130_fd_sc_hd__and2_1              15      15
sky130_fd_sc_hd__nor3_1              12      12
## flip-flops by register name, summed over array words and instances (netlist names), 12 cells and up
name and flops:
s1.count 32, s1.temp 12, m1.temp 12, m1.countc 32, m1.count 32
## per-stage QoR
step           area (um^2)  total power, mW  utilization (%)  worst slack (ns)
2_1_floorplan         6260            0.228                -              4.58
3_3_place_gp          6710            0.240             55.4              3.94
3_5_place_dp          6710            0.241             55.4              3.91
4_1_cts               6850            0.468             56.6              4.21
5_1_grt               6850            0.484             56.6              4.09
6_report              6850            0.463             56.6              4.21
## cell usage after synthesis, types with 4 or more instances
cell type / count
sky130_fd_sc_hd__a21oi_1: 11
sky130_fd_sc_hd__and2_1: 15
sky130_fd_sc_hd__and3_1: 11
sky130_fd_sc_hd__and4_1: 9
sky130_fd_sc_hd__buf_4: 4
sky130_fd_sc_hd__clkbuf_1: 12
sky130_fd_sc_hd__dfxtp_1: 36
sky130_fd_sc_hd__edfxtp_1: 90
sky130_fd_sc_hd__inv_1: 16
sky130_fd_sc_hd__nand2_1: 29
sky130_fd_sc_hd__nand3_1: 36
sky130_fd_sc_hd__nand4_1: 28
sky130_fd_sc_hd__nand4_2: 4
sky130_fd_sc_hd__nor2_1: 104
sky130_fd_sc_hd__nor2b_1: 4
sky130_fd_sc_hd__nor3_1: 12
sky130_fd_sc_hd__nor4_1: 26
sky130_fd_sc_hd__o21ai_0: 8
sky130_fd_sc_hd__o31ai_1: 4
sky130_fd_sc_hd__or3_1: 6
sky130_fd_sc_hd__xnor2_1: 34
sky130_fd_sc_hd__xor2_1: 46
## how the worst max path moves through the flow
stage / cells past startpoint / startpoint / slack [ns] / end
global route: 4 / rst / 4.09 / m1.countc[13]$_SDFF_PP0_
CTS: 4 / rst / 4.21 / m1.countc[18]$_SDFF_PP0_
finish: 4 / rst / 4.21 / m1.countc[18]$_SDFF_PP0_
## worst reg2reg max path, stage by stage (launching register included)
cell and delay [ns]:
sky130_fd_sc_hd__dfxtp_1 0.42, sky130_fd_sc_hd__nand4_1 0.32, sky130_fd_sc_hd__nor4_4 0.63, sky130_fd_sc_hd__nand4_1 0.19
sky130_fd_sc_hd__xor2_1 0.20, sky130_fd_sc_hd__nor2_1 0.05
## metal layers
layer | vias up | track usage [%] | share of wire (%)
met1 | 2008 | 34.6 | 53
met3 | 5 | 2.11 | 2.9
met2 | 49 | 27.5 | 44
met5 | - | 0 | 0
met4 | 0 | 0.606 | 0.37
li1 | 2139 | - | -
## cell families (layout without fill, tap and decap cells)
logic type,Yosys count,count (layout)
AND-OR/OR-AND,30,30
XOR/XNOR,80,80
adder cells (fa/ha/maj),3,3
buffers and inverters,37,58
flip-flops,126,126
multiplexers,4,4
AND/OR/NAND/NOR,303,303
No activity file was given, so power comes from the tool's default toggle rates.
